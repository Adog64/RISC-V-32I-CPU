==> /design/flow/config.mk <==
export PLATFORM = sky130hd
export DESIGN_NAME = ROM
export DESIGN_NICKNAME = ROM
export VERILOG_FILES = /design/flow/design.v
export SDC_FILE = /design/flow/constraint.sdc
export NUM_CORES = 4
export LEC_CHECK = 1
export CORE_UTILIZATION = 30
==> /design/flow/constraint.sdc <==
current_design ROM

set clk_period 5.3
set clk_io_pct 0.2

create_clock -name clk0 -period $clk_period [get_ports {clk}]

set non_clock_inputs [all_inputs -no_clocks]
set_input_delay [expr $clk_period * $clk_io_pct] -clock clk0 $non_clock_inputs
set_output_delay [expr $clk_period * $clk_io_pct] -clock clk0 [all_outputs]
==> /design/flow/design.v <==
module ROM(input clk, input rst, input [31:0]addr, output reg[31:0] dout);
    reg [8:0]mem[256:0];
    integer  i;
    always @(posedge clk) begin
        if(rst) begin
            for (i = 0; i < 256; i = i + 1)
                mem[i] <= 0;
            mem[3] <= 32;
            mem[7] <= 42;
            mem[11] <= 69;
        end
        if (addr < 253)
            dout <= {mem[addr[7:0]], mem[addr[7:0] + 1], mem[addr[7:0] + 2], mem[addr[7:0] + 3]};
        else begin
            case (addr)
                253: dout <= {mem[addr[7:0]], mem[addr[7:0] + 1], mem[addr[7:0] + 2], 8'b0};
                254: dout <= {mem[addr[7:0]], mem[addr[7:0] + 1], 16'b0};
                255: dout <= {mem[addr[7:0]], 24'b0};
            endcase
        end
    end
endmodule
==> /design/flow/run.sh <==
#!/bin/bash
# OpenROAD 26Q1-2900-gdf79404cd8, Yosys 0.63+post, stock flow scripts
make -C /OpenROAD-flow-scripts/flow DESIGN_CONFIG=/design/flow/config.mk WORK_HOME=/design/flow/orfs finish
==> Slide: Implementation Results <==
Key Metrics from the Run

Run status
  • Status: finished, final reports clean

Layout
  • Largest register FFs: 26
  • Most flops, register: dout
  • Layout cells sized above 1: 0.119
  • Layout area overhead: 49.2%
  • Largest registers: dout (26)
  • Design area: 2050 sq um

Critical path
  • Worst setup path class: input port to register
  • Crit path arrival time: 2.97 ns
  • CP peak stage delay: 0.44 ns
  • Slowest stage cell, crit path: inv_2
  • Setup crit end kind: register
  • Max FO, Critical Path: 30
  • Crit path required time: 5.43 ns
  • CP Cell Sequence: clkdlybuf4s50_1 > nor4_2 > and4_4 > nand2_4 > inv_2 > and4_1
  • CP Launch Point: addr[20]
  • Setup crit start kind: input port

Synthesis
  • Synth area leader: edfxtp_1
  • Most frequent cell after synthesis: edfxtp_1
  • Post-synth seq share: 0.567
  • Yosys Instances: 108
  • Synth Instances: 108
  • Ys flops: 26
  • Synth Flop Type: edfxtp_1
  • Post-synthesis async set-or-reset flop share: 0
  • Top post-synthesis cells by count: 26 x edfxtp_1, 10 x nor2_1, 9 x a21oi_1
  • Distinct lib cells used: 37
  • Syn_area_per_cell: 12.7 sq um
  • Mapped cell area: 1380 sq um
  • Chip area in the Yosys report: 1380 sq um
  • Top cells by area: edfxtp_1 57%, nor4_2 6.4%, a21oi_1 3.3%
  • Dominant cell area share: 0.567
  • Synth Warn #: 11
  • EDFF count, synth: 26

Die
  • Row count: 24
  • Die Height: 69.7 microns
  • Die ar.: 4860 sq um
  • Die Width: 69.7 microns
  • FP Core Util: 0.314
  • Core footprint: 4380 sq um
  • Number of top-level pins: 66

GRT
  • Largest net degree at the start of global routing: 31
  • GR Overflow Total: 0
  • Antenna violations before repair: 0
  • Number of global-route vias before repair: 970
  • Global-route wire length before repair: 4330 microns
  • Total track usage: 0.113

Timing
  • Pins Over Slew Limit: 0
  • Fin. Hold Viols: 0
  • Slew Limit Headroom: 0.624
  • RSZ-0062 raised after global routing: false
  • Setup violators final: 0
  • Tmin final: 2.84 ns
  • Achievable Freq: 352 MHz
  • Min Hold Slack: 1.71 ns
  • Tcrit/Tclk final: 0.536
  • Setup TNS: 0 ns
  • Worst-margin pin slew: 0.564 ns

Job
  • MaxCap Viol Count: 0
  • Tool warnings: 27

Min path
  • Hold Startpoint: addr[1]
  • Worst hold path class: input port to register
  • Worst hold path depth: 2

Routing
  • Drt wl/cell: 11.7 microns
  • Routed Antenna Nets: 0
  • DR vias: 1055
  • Vias per std cell: 4.80
  • Ant diodes: 0
  • Starting DRT DRC Count: 50
  • Total Wirelength: 2580 microns
  • Post-route DRC violation count: 0
  • Initial DRT Pass Iterations: 4

Clock network
  • Post-cts sizing count: 0
  • Clock transition at path regs: 0.08 ns
  • Clock root cell: clkbuf_8
  • Max clock buf depth: 2
  • CTS Buf Count: 3
  • TritonCTS Sinks: 26
  • # Post-CTS Setup Buffers: 0
  • CTS tree: built
  • CTS Hold Bufs: 0
  • Clock H-tree levels: 1

Power
  • Power per cell area: 180 nW/um^2
  • Int Pwr: 0.300 mW
  • Logic gate share of total power: 0.121
  • Lkg Pwr: 0.632 nW
  • Switching Fraction: 0.187
  • Total power: 0.370 mW
  • Flop pwr share: 0.603
  • Net switching power: 0.0693 mW
  • IR drop worst, VDD: 0.0000855 V
  • Clock Power Share: 0.276

Place
  • RD Place Congestion: 0.835
  • Port Buffers: 62
  • HPWL Detailed: 2080 microns
  • Dpl cell area: 2010 sq um
## worst paths after layout
check / to
setup / recovery: dout[6]
hold / removal: dout[5]
## layout by cell type (no fill, tap or decap), types with 2 or more instances in the layout
cell	synthesis	routed
edfxtp_1	26	26
ha_1	2	2
clkdlybuf4s50_1	0	62
nor2_1	10	10
nor4_1	2	2
nor4_2	7	7
nor3_1	6	6
nand2_1	4	4
inv_1	3	3
a21oi_1	9	9
mux2i_1	2	2
nand3_1	3	3
conb_1	1	4
clkbuf_8	0	3
nand4_1	2	2
nand2b_1	2	2
xnor2_1	2	2
## layout make-up
type / count / area, sq um
multi-input cells: 73 / 531
repair buffers: 62 / 621
fillers: 376 / 2330
flip-flops and latches: 26 / 781
clock buffers: 3 / 41.3
inverters: 4 / 15.0
well taps: 52 / 65.1
## critical path, delay by kind of cell
| kind | cells | cell delay [ns] |
|---|---|---|
| buffers and inverters | 2 | 0.85 |
| and+or+nand+nor | 4 | 1.05 |
## metal layers
layer | GRT usage | vias to the layer above | share of wire
met5 | 0 | - | 0
met4 | 0.0289 | 0 | 0.025
met3 | 0.0162 | 6 | 0.072
met2 | 0.182 | 51 | 0.47
met1 | 0.169 | 476 | 0.43
li1 | - | 522 | -
## power groups by stage
stage	sequential (mW)	combinational [mW]	clock, mW
4_1_cts	0.223	0.0449	0.105
5_1_grt	0.223	0.0481	0.114
6_report	0.223	0.0448	0.102
## stage by stage
step,setup WS (ns),instances,util
3_3_place_gp,2.19,217,0.459
4_1_cts,2.44,220,0.468
5_1_grt,2.27,220,0.468
2_1_floorplan,2.82,111,-
3_5_place_dp,2.17,217,0.459
6_report,2.46,220,0.468
## cells by family (layout without fill, tap and decap cells)
logic type      count (synthesis)  count (layout)  share of synthesized area
simple gates                   48              48                      0.260
flops                          26              26                      0.567
compound gates                 14              14                     0.0627
buf+inv                        12              69                     0.0554
xor+xnor                        3               3                     0.0191
fa+ha+maj                       2               2                     0.0182
mux                             2               2                     0.0145
other cells                     1               4                    0.00272
Power figures rest on the tool's default switching activity, not on a simulated workload.
