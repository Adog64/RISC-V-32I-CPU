==> flow/design.v <==
module CU(
    input clk, 
    input[31:0] instr,
    input BEq,
    input BLT,
    output reg PcSel, 
    output reg PcInc,
    output reg RegWEn, 
    output reg[4:0] RD,
    output reg[4:0] RS1,
    output reg[4:0] RS2,
    output[31:0] Imm,
    output reg ImmSel,
    output reg BrUn, 
    output reg BSel, 
    output reg ASel,
    output reg[3:0] AluOp,
    output reg WbSel,
    output reg MemWEn);
    reg[4:0] state;
    reg[11:0] immGrab;
    reg immSel;
    ImmSE immSE(.imm(immGrab), .immSel(immSel), .extdImm(Imm));
    initial begin
        state <= 5'b00001;
    end
    always @(posedge clk) begin
        case (state)
            5'b00001: begin
                PcSel <= 0;
                PcInc <= 1;
                RegWEn <= 0;
                MemWEn <= 0;
                state <= state << 1;
            end
            5'b00010: begin
                RS1 <= instr[19:15];
                RS2 <= instr[24:20];
                PcInc <= 0;
                case(instr[6:0])
                    7'b0010011: begin    
                        immSel <= 0;
                        immGrab <= instr[31:20];
                    end
                    7'b0000011: begin    
                        immSel <= 0;
                        immGrab <= instr[31:20];
                    end
                    7'b0100011: begin    
                        immSel <= 0;
                        immGrab[11:5] <= instr[31:25];
                        immGrab[4:0] <= instr[11:7];
                    end
                    7'b1100011: begin    
                        immSel <= 1;
                        immGrab[11] <= instr[31];
                        immGrab[10] <= instr[7];
                        immGrab[9:4] <= instr[30:25];
                        immGrab[3:0] <= instr[11:8];
                    end
                endcase
                RegWEn <= 1;
                state <= state << 1;
            end
            5'b00100: begin
                ASel <= (instr[6:0] == 7'b0000011 || instr[6:0] == 7'b1000011);
                BSel <= ~(instr[6:0] == 7'b0110011);
                if (instr[6:0] == 7'b0100011 || instr[6:0] == 7'b0000011 || instr[6:0] == 7'b1100011)
                    ALU_Op <= 4'b0000;
                else
                    ALU_Op <= {instr[30], instr[14:12]};
                BrUn <= instr[14:13] == 2'b11;
                state <= state << 1;
            end
            5'b01000: begin
                MemWEn <= instr[6:0] == 7'b0100011;
                state <= state << 1;
            end
            5'b10000: begin
                RD <= instr[11:7];
                WbSel <= !(instr[6:0] == 7'b0000011);
                RegWEn <= (instr[6:0] == 7'b0000011 || instr[6:0] == 7'b0110011 || instr[6:0] == 7'b0010011);
                state <= 5'b00001;
            end
        endcase
    end
endmodule
module ImmSE (
    input[11:0] imm,
    input immSel,
    output reg[31:0] extdImm
);
    always @(imm) begin
        if (imm[11])
            extdImm <= {21'b1_1111_1111_1111_1111_1111, imm[10:0]} << immSel;
        else
            extdImm <= {21'b0, imm[10:0]} << immSel;
    end
endmodule
==> flow/run.sh <==
#!/bin/bash
# OpenROAD 26Q1-2900-gdf79404cd8, Yosys 0.63+post, stock flow scripts
make -C /OpenROAD-flow-scripts/flow DESIGN_CONFIG=/design/flow/config.mk WORK_HOME=/design/flow/orfs finish
==> flow/config.mk <==
export PLATFORM = sky130hd
export DESIGN_NAME = CU
export DESIGN_NICKNAME = CU
export VERILOG_FILES = /design/flow/design.v
export SDC_FILE = /design/flow/constraint.sdc
export NUM_CORES = 4
export LEC_CHECK = 1
export CORE_UTILIZATION = 40
==> flow/constraint.sdc <==
current_design CU

set clk_period 2.4
set clk_io_pct 0.2

create_clock -name clk0 -period $clk_period [get_ports {clk}]

set non_clock_inputs [all_inputs -no_clocks]
set_input_delay [expr $clk_period * $clk_io_pct] -clock clk0 $non_clock_inputs
set_output_delay [expr $clk_period * $clk_io_pct] -clock clk0 [all_outputs]
==> results.txt <==
impl run done, here's what came out: internal reg-to-reg setup slack 0.57 ns, worst hold start state[1]$_SDFFCE_PP0P_, Clock H-tree levels 2, DRC viols 0, crit-path max FO 12, Clock Sink Count ~40, First-pass DRT Iterations 4, Async S/R FF share, synth 0%, core box area a little under 5000 sq um, type of origin of the critical path flop, fp_density ~43%, vias in the first global route 1219, Cell Pwr Density 488.7 nW/um^2, Worst setup EP type primary output, share of cells above drive strength 1 between 20% and 30%, CTS Hold Buffers Added 0, Post-synth EDFFs ~40, Ys Warns 10, worst min-delay path class reg -> reg, Via density 4.586, Post-synth top cells edfxtp_1 (40), buf_4 (26), mux2_2 (22), clock tree buffer depth 2, RSZ-0062 raised after global routing no, Seq/Total Area, Yosys ~57%, Final Setup Violations 0, Final Skew ~0.007 ns, Critical Path AT approximately 1.7 ns, largest net degree at the start of global routing 21, Critical R2R Launch state[3]$_SDFFCE_PP0P_, drt total wl just under 4000 um, Synth area leaders edfxtp_1 (57%), mux2_2 (12%), buf_4 (9.3%), mux2_4 (3.6%), buf_6 (2.1%), Placed Area approximately 2800 sq um, worst hold slack 0.6997 ns, Cell Type Count 35, Design Area, Final about 2900 sq um, Vias ~1300, fmax between 400 and 500 MHz, Worst Hold End state[2]$_SDFFCE_PP0P_, clock latency on the worst-skew pair ~0.29 ns, GP Congestion slightly below 0.8, fillers between 300 and 400, area delta synth->final 39.80%, Overall Global Routing Usage 15.49%, hold path cells 0, Max-area cell share 57.28%, clk slew on worst S/H paths approximately 0.07 ns, total grt overflow 0, Fin Setup TNS 0 ns, kind of critical path reg -> out, fin crit period 2.184 ns, peak supply drop 0.3824 mV, CTS tree done, Pins Over Slew Limit 0, Chip Height about 74 um, Design Power 1.433 mW, Port Buffers around 85, yosys stat cell total approximately 150, Routed Antenna Nets 0, DIE AREA about 5500 sq um, # Max-Cap Violations 0, n_diodes 0, worst r2r dst immGrab[7]$_DFFE_PP_, count of tool warnings 28, FP Rows 25, DR WL/cell around 14 um, yosys stat chip area roughly 2100 sq um, top cell type by total area after synthesis edfxtp_1, root buf cell clkbuf_8, first-pass GRT wire length a little over 6000 um, cycle use final between 90 and 100%, Synth Flop Type edfxtp_1, cell area after synthesis approximately 2100 sq um, IO Pins 95, outcome finished, final reports clean, initial antenna violation count 0, CP required about 1.9 ns, chip width 74.41 um, mean area per synthesized cell between 10 and 15 sq um, post-CTS setup buffers 0, Detail Placement HPWL 2969 um, drt first-iter violations 41, count leader, synth edfxtp_1, Finished Core Util 60.08%, cts repair resizes 0, Synth Register Bits approximately 40, R2R cell count 4, synthesized instance count around 150, leakage between 1 and 1.5 nW, CTS buffer count 5, Hold Violations, Final 0
==> per-layer routing <==
| layer | track usage [%] | vias up | wire length, um |
|---|---|---|---|
| met4 | 1.677 | 0 | 55 |
| li1 | - | 625 | - |
| met5 | 0 | - | 0 |
| met1 | 24.11 | 585 | 1678 |
| met2 | 23.52 | 60 | 1883 |
| met3 | 5.495 | 5 | 318 |
==> layout make-up <==
type	instances	area, sq um	area share (%)
clock inverter	3	42.54	1.451
inverter	3	11.26	0.3841
tap	67	83.83	2.860
multi-input combinational	69	628.1	21.43
timing repair buffer	91	895.9	30.56
sequential	40	1201	40.97
clock buffer	5	68.82	2.347
==> layout by cell type (no fill, tap or decap), types with 3 or more instances in the layout <==
cell type and instances:
clkdlybuf4s50_1 85, edfxtp_1 40, mux2_2 22, conb_1 6
buf_4 6, mux2_4 5, clkbuf_8 5, nor2_1 4
inv_1 3
==> worst max path at each step <==
stage	start	to	depth (start not counted)
after CTS	immSel$_DFFE_PP_	Imm[2]	2
after global routing	immSel$_DFFE_PP_	Imm[2]	2
final	immSel$_DFFE_PP_	Imm[2]	2
==> where the power goes <==
part / switching [mW] / internal [mW] / total, mW
clock network: 0.226 / 0.308 / 0.534
logic: 0.0341 / 0.0919 / 0.126
registers: 0.00302 / 0.770 / 0.773
total: 0.263 / 1.17 / 1.43
==> sequential cells by signal, indices dropped and copies added (netlist names) <==
| register | count |
|---|---|
| MemWEn | 1 |
| RegWEn | 1 |
| RS1 | 5 |
| RS2 | 5 |
| RD | 5 |
| ASel | 1 |
| BSel | 1 |
| WbSel | 1 |
| PcInc | 1 |
| state | 5 |
| immSel | 1 |
| BrUn | 1 |
| immGrab | 12 |
==> critical path, cell delays in order, from the launching register on <==
cell and delay, ns:
edfxtp_1 0.62, mux2_2 0.39, clkdlybuf4s50_1 0.42
==> through the flow <==
step | cells | worst slack, ns
CTS | 278 | 0.1872
global route | 278 | 0.1199
finish | 278 | 0.2163
detailed placement | 270 | 0.1822
global placement | 270 | 0.2076
floorplan | 150 | 0.1944
==> kinds of logic after synthesis <==
kind of cell / count (synthesis) / synth area share, %
xor gates and xnor gates: 3 / 1.253
buffers and inverters: 41 / 13.66
other: 1 / 0.1788
muxes: 27 / 15.39
DFF: 40 / 57.28
and+or+nand+nor: 25 / 8.772
AOI/OAI and AO/OA: 8 / 3.461
No activity file was given, so power comes from the tool's default toggle rates.
